### flow/config.mk
export PLATFORM = sky130hd
export DESIGN_NAME = STI_DAC
export DESIGN_NICKNAME = STI_DAC
export VERILOG_FILES = /design/flow/design.v
export SDC_FILE = /design/flow/constraint.sdc
export NUM_CORES = 4
export LEC_CHECK = 1
export CORE_UTILIZATION = 30
### flow/design.v
module STI_DAC(clk ,reset, load, pi_data, pi_length, pi_fill, pi_msb, pi_low, pi_end,
	       so_data, so_valid,
	       oem_finish, oem_dataout, oem_addr,
	       odd1_wr, odd2_wr, odd3_wr, odd4_wr, even1_wr, even2_wr, even3_wr, even4_wr);
input		clk, reset;
input		load, pi_msb, pi_low, pi_end; 
input	[15:0]	pi_data;
input	[1:0]	pi_length;
input		pi_fill;
output		so_data, so_valid;
output  oem_finish, odd1_wr, odd2_wr, odd3_wr, odd4_wr, even1_wr, even2_wr, even3_wr, even4_wr;
output [4:0] oem_addr;
output reg[7:0] oem_dataout;
reg [3:0]cur_st,nex_st;
reg [2:0]dac_cur_st,dac_nex_st;
parameter IDLE=4'd0,READ=4'd1,CAL=4'd2,OUT=4'd3;
parameter DAC_IDLE=3'd0,DAC_READ=3'd1,DAC_ODD=3'd2,DAC_EVEN=3'd3;
reg [15:0] in_data;
reg [31:0] out_data;
reg [7:0]dac_out_data;
reg [5:0]out_counter,out_sub;
reg [8:0]dac_counter;
reg [2:0]oem_out_counter;
reg cal_done,out_done,read_done;
wire odd,even;
assign so_valid=(cur_st==OUT)?1:0;
assign so_data=(cur_st==OUT)?out_data[out_counter]:0;
assign oem_addr=dac_counter[5:1];
assign odd=((dac_counter[3:0]==0)|(dac_counter[3:0]==4'h2)|(dac_counter[3:0]==4'h4)|(dac_counter[3:0]==4'h6)|(dac_counter[3:0]==4'h9)|(dac_counter[3:0]==4'hb)|(dac_counter[3:0]==4'hd)|(dac_counter[3:0]==4'hf));
assign even=((dac_counter[3:0]==4'h1)|(dac_counter[3:0]==4'h3)|(dac_counter[3:0]==4'h5)|(dac_counter[3:0]==4'h7)|(dac_counter[3:0]==4'h8)|(dac_counter[3:0]==4'ha)|(dac_counter[3:0]==4'hc)|(dac_counter[3:0]==4'he));
assign odd1_wr=((dac_cur_st==DAC_ODD)&(odd)&(dac_counter[7:6]==0))?1:0;
assign odd2_wr=((dac_cur_st==DAC_ODD)&(odd)&(dac_counter[7:6]==1))?1:0;
assign odd3_wr=((dac_cur_st==DAC_ODD)&(odd)&(dac_counter[7:6]==2))?1:0;
assign odd4_wr=((dac_cur_st==DAC_ODD)&(odd)&(dac_counter[7:6]==3))?1:0;
assign even1_wr=((dac_cur_st==DAC_EVEN)&(even)&(dac_counter[7:6]==0))?1:0;
assign even2_wr=((dac_cur_st==DAC_EVEN)&(even)&(dac_counter[7:6]==1))?1:0;
assign even3_wr=((dac_cur_st==DAC_EVEN)&(even)&(dac_counter[7:6]==2))?1:0;
assign even4_wr=((dac_cur_st==DAC_EVEN)&(even)&(dac_counter[7:6]==3))?1:0;
always @(posedge clk or posedge reset) begin
	if(reset)
		cur_st<=IDLE;
	else
		cur_st<=nex_st;
end
always @(*) begin
	case(cur_st)
		IDLE:nex_st=READ;
		READ:nex_st=(read_done)?CAL:READ;
		CAL:nex_st=(cal_done)?OUT:CAL;
		OUT:nex_st=(out_done)?READ:OUT;
		default:nex_st=IDLE;
	endcase	
end
always @(posedge clk or posedge reset) begin
 if(reset)
  out_data<=0;
 else if(cur_st==CAL)begin
  case(pi_length)
   2'b00:begin 
    if(pi_low)
     out_data[7:0]<=in_data[15:8];
    else
     out_data[7:0]<=in_data[7:0];
   end
   2'b01:begin 
    out_data<={16'd0,in_data[15:0]};
   end
   2'b10:begin 
    if(pi_fill)
     out_data<={in_data,8'd0};
    else
     out_data<={8'd0,in_data};
   end
   2'b11:begin 
    if(pi_fill)
     out_data<={in_data,16'd0};
    else
     out_data<={16'd0,in_data};
   end
  endcase
 end
end
always @(posedge clk or posedge reset) begin
	if(reset)
		read_done<=0;
	else if(cur_st==READ)
		read_done<=1;
	else
		read_done<=0;
end
always @(posedge clk or posedge reset) begin
	if(reset)
		cal_done<=0;
	else if(cur_st==CAL)
		cal_done<=1;
	else
		cal_done<=0;
end
always @(posedge clk or posedge reset) begin
	if(reset)
		in_data<=0;
	else if(cur_st==READ)begin
		if(pi_end)
			in_data<=0;
		else
			in_data<=pi_data;
	end
end
always @(posedge clk or posedge reset) begin
	if(reset)
		out_counter<=0;
	else if(cur_st==READ)begin
		if(pi_msb)begin	
			case (pi_length)
				2'd0:out_counter<=6'd7;
				2'd1:out_counter<=6'd15;
				2'd2:out_counter<=6'd23;
				2'd3:out_counter<=6'd31;
			endcase
			end
		else
			out_counter<=0;
	end
	else if(cur_st==OUT)begin
		if(pi_msb)
			out_counter<=out_counter-1;
		else
			out_counter<=out_counter+1;
	end
end
always @(posedge clk or posedge reset) begin
	if(reset)
		out_done<=0;
	else if(cur_st==OUT)begin
		if(pi_msb)begin
			if(out_counter==1)
				out_done<=1;
			else 
				out_done<=0;
		end
		else begin
			if((pi_length==0)&(out_counter==6))
				out_done<=1;
			else if ((pi_length==1)&(out_counter==14))
				out_done<=1;
			else if((pi_length==2)&(out_counter==22))
				out_done<=1;
			else if((pi_length==3)&(out_counter==30))
				out_done<=1;
			else
				out_done<=0;
		end
	end
	else 
		out_done<=0;
end
assign oem_finish=(dac_counter==9'd256)?1:0;
always @(posedge clk or posedge reset) begin
	if(reset)
		dac_cur_st<=DAC_IDLE;
	else
		dac_cur_st<=dac_nex_st;
end
always @(*) begin
	case(dac_cur_st)
		DAC_IDLE:dac_nex_st=DAC_READ;
		DAC_READ:dac_nex_st=(oem_out_counter!=0)?DAC_READ:(odd)?DAC_ODD:DAC_EVEN;
		DAC_ODD:dac_nex_st=DAC_READ;
		DAC_EVEN:dac_nex_st=DAC_READ;
		default:dac_nex_st=DAC_IDLE;
	endcase
end
always @(posedge clk or posedge reset) begin
	if(reset)
		dac_counter<=0;
	else if((dac_cur_st==DAC_ODD)|(dac_cur_st==DAC_EVEN))begin
		dac_counter<=dac_counter+1;
	end
end
always @(posedge clk or posedge reset) begin
	if(reset)
		oem_out_counter<=7;
	else if(so_valid)
		oem_out_counter<=oem_out_counter-1;
	else 
		oem_out_counter<=7;
end
always @(posedge clk or posedge reset) begin
	if(reset)
		oem_dataout<=0;
	else if(so_valid)
		oem_dataout[oem_out_counter]<=so_data;
end
endmodule
### flow/run.sh
#!/bin/bash
# OpenROAD 26Q1-2900-gdf79404cd8, Yosys 0.63+post, stock flow scripts
make -C /OpenROAD-flow-scripts/flow DESIGN_CONFIG=/design/flow/config.mk WORK_HOME=/design/flow/orfs finish
### flow/constraint.sdc
current_design STI_DAC

set clk_period 2.6
set clk_io_pct 0.2

create_clock -name clk0 -period $clk_period [get_ports {clk}]

set non_clock_inputs [all_inputs -no_clocks]
set_input_delay [expr $clk_period * $clk_io_pct] -clock clk0 $non_clock_inputs
set_output_delay [expr $clk_period * $clk_io_pct] -clock clk0 [all_outputs]
==> summary.txt <==
run metrics: outcome=finished with violations, violated checks=negative setup slack, half-perimeter wire length after placement=6160 um, relative area change from synthesis to final layout=26.0%, data required time at the worst endpoint=2.08 ns, Init Core Util=31.0%, crit path cell chain=inv_2, buf_6, ha_4, nor2b_2, a211oi_1, a21oi_1, nand2_1, nor2_1, clkdlybuf4s50_1, count of instantiated cells in the yosys netlist=442, number of top-level pins=49, total of flip-flops plus latches after synthesis=84, fin worst setup slack=-0.0937 ns, H-tree levels=3, number of max-cap violations=0, fin util=39.1%, total number of vias=3314, RePlAce Congestion=0.816, Die Span Y=122 um, Routed Wire Length=9280 um, proportion of synthesized flip-flops having asynchronous set or reset=100%, TritonCTS clock tree=done, chip area in the Yosys report=4340 um2, gate count after technology mapping=442, total DRC errors in the routed layout=0, quantity of hold-fixing buffers added after cts=0, Max clock buf depth=2, P_leak=2.42 nW, largest area contributor in the netlist=dfrtp_1, type of origin of the critical path=register, filler cell count=1351, critical path class=register to output pin, actual slew at the worst max-slew pin=0.599 ns, die span in x=122 um, area enclosed by the die boundary=15000 um2, delay of the slowest cell on the worst path=0.46 ns, Mapped Avg Cell Area=9.82 um2, Peak VDD IR=0.416 mV, most common cell in the synthesized netlist=dfrtp_1, number of buffers added by the clock tree synthesis step=9, Setup crit end kind=output pin, combined global-route utilization of all metal layers=13.2%, pin count of the biggest net entering global routing=85, drt first pass iters=4, worst-path cell with the longest stage delay=clkdlybuf4s50_1, Largest cells by area=dfrtp_1 (46%), o21ai_0 (4.5%), nand2_1 (4.2%), ha_1 (4.0%), nor2_1 (2.9%), non-filler cells, final=674, Cell Type Count=44, OpenROAD warning count=37, Routed WL per cell=13.8 um, area occupied by registers=2110 um2, fraction of final layout cells with drive strength greater than 1=14.8%, Max Clock Skew=0.00614 ns, count of nets left with antenna violations after detail routing=0, max-slew headroom at the worst pin=59.6%, Tightest Hold Check Type=register to register, Largest type area fraction=46.1%, number of setup violations in the final report=3, clock-pin slew on the worst setup and hold paths=0.06 ns, yosys warning tally=1, cell types with the highest counts after synthesis=dfrtp_1 (80), nand2_1 (49), o21ai_0 (39), overall overflow remaining after global route=0, highest net fanout along the worst path=3, data arrival time at the worst-slack endpoint=2.17 ns, Final Max Tran Viols=0, via count of the first global-routing pass=3118, clock sink count=84, average vias per placed instance=4.92, Max Clk Rate=0.371 GHz, Clock Latency Late Sink=0.34 ns, root buffer selected by CTS=clkbuf_16, core footprint=14000 um2, antenna violations before repair=0, count of library flops with an enable pin=0, Cell Count Post-Placement=651, DR iter-0 viols=202, post-layout instance area=5470 um2, proportion of synthesized chip area in sequential cells=48.5%, final hold viol count=0, Top FF cell, synth=dfrtp_1, RSZ-0062 raised after global routing=true, Diodes inserted=0, Combinational Area=2010 um2, Port Buffers=47, wire length of the first global-routing pass=15400 um, total standard cell area after synthesis=4340 um2, row count=43, power density cells=993 nW/um2, post-layout period usage=104%, standard cell area after detailed placement=5020 um2, min cycle time layout=2.69 ns
## path summary, 6_finish.rpt
path,start,end,slack [ns],cells after the start
max in group asynchronous,reset,out_counter[1],1.58,3
setup / recovery,dac_counter[1],odd2_wr,-0.09,9
setup reg to reg,oem_out_counter[0],oem_dataout[4],0.59,6
min in group asynchronous,reset,dac_counter[3],0.66,3
hold / removal,read_done,cur_st[2],0.45,1
hold reg to reg,read_done,cur_st[2],0.45,1
## flip-flops by register name, indices dropped and copies added (netlist names)
| register | cells |
|---|---|
| out_data | 32 |
| oem_out_counter | 3 |
| dac_cur_st | 4 |
| dac_counter | 9 |
| oem_dataout | 8 |
| out_done | 1 |
| cal_done | 1 |
| cur_st | 3 |
| in_data | 16 |
| read_done | 1 |
| out_counter | 6 |
## what timing repair did
| action | CTS | global route |
|---|---|---|
| endpoints found under the setup margin | 9 | 8 |
| resized | 18 | 17 |
| pin swaps | 8 | 8 |
| setup buffers | 3 | 4 |
## power breakdown
group	switching (mW)	leakage [nW]	internal, mW
sequential	0.357	1.07	1.70
combinational	1.06	1.20	1.01
clock	0.503	0.149	0.793
## cell type report
cell class	instances	area share, %
sequential	84	38.6
multi-input combinational	295	36.8
timing repair buffer	69	12.8
clock buffer	12	4.69
tap	180	4.12
inverter	30	2.13
clock inverter	4	0.869
## through the flow
stage	hold WS (ns)	worst slack, ns	power [mW]	setup TNS [ns]
6_report	0.453	-0.0937	5.43	-0.154
5_1_grt	0.476	-0.212	5.82	-0.499
4_1_cts	0.459	0.00316	5.34	0
3_5_place_dp	0.445	0.0342	3.93	0
3_3_place_gp	0.441	0.0346	3.89	0
2_1_floorplan	0.369	0.527	3.30	0
## logic make-up after synthesis
kind of cell / after synthesis / synth area share (%)
and+or+nand+nor: 150 / 17.1
other: 1 / 0.0864
DFF: 84 / 48.5
buffers and inverters: 63 / 6.37
muxes: 21 / 6.92
adders and majority gates: 14 / 4.04
AOI/OAI and AO/OA: 95 / 14.2
xor gates and xnor gates: 14 / 2.83
## cell usage in the layout (no fill, tap or decap), types with 4 or more instances in the layout
cell	synthesis	routed
mux4_2	4	6
o21ai_0	39	39
xor2_1	7	7
dfstp_2	4	4
mux2_2	6	5
ha_1	14	11
clkdlybuf4s50_1	0	40
clkbuf_16	0	9
dfrtp_1	80	77
xnor2_1	7	7
nor3_1	14	14
dlymetal6s2s_1	0	5
nor2_1	33	32
o41ai_1	4	4
buf_4	6	15
a31oi_1	9	9
a22o_1	9	9
inv_1	30	28
mux2i_1	9	9
nand4_1	4	4
nand2_1	49	49
nand3b_1	16	16
o31ai_1	9	9
nand3_1	16	15
a21oi_1	13	13
## critical path: cells and delay by family (launching register included)
family,cells,cell delay (ns)
compound gates,2,0.29
fa+ha+maj,1,0.12
buf+inv,3,0.66
flops,1,0.39
simple gates,3,0.38
## layer usage
layer | GRT usage (%) | wire length (um) | vias up | share of wire, %
li1 | - | - | 1634 | -
met1 | 20.9 | 4670 | 1580 | 50
met2 | 19.2 | 4010 | 91 | 43
met3 | 3.61 | 499 | 9 | 5.4
met4 | 1.14 | 100 | 0 | 1.1
met5 | 0 | 0 | - | 0
Power and IR drop assume default switching activity.
